$ cat flow/design.v
module Synchronous_FIFO #(
parameter DATA=8,
parameter DEPTH=8)
(
input clk,rst,
input we_enb,
input re_enb,
input [DATA-1:0]data_in,
output reg [DATA-1:0]data_out,
output full,empty);
reg [DATA-1:0]mem[0:DEPTH-1];
reg [$clog2(DEPTH)-1:0]we_pntr=0;
reg [$clog2(DEPTH)-1:0]re_pntr=0;
reg count=0;
always@(posedge clk)begin
	if(rst)begin
		we_pntr<=0;
		re_pntr<=0;
		data_out<=0;
		count<=0;
	end else begin
		if(we_enb&&!full)begin
			mem[we_pntr]<=data_in;
			we_pntr<=we_pntr+1;
			count<=count+1;
		end
		if(re_enb&&!empty)begin
			data_out<=mem[re_pntr];
			re_pntr<=re_pntr+1;
			count<=count-1;
		end
	end
end
assign full=(count==DEPTH);
assign empty=(count==0);
endmodule
$ cat flow/run.sh
#!/bin/bash
# OpenROAD 26Q1-2900-gdf79404cd8, Yosys 0.63+post, stock flow scripts
make -C /OpenROAD-flow-scripts/flow DESIGN_CONFIG=/design/flow/config.mk WORK_HOME=/design/flow/orfs finish
$ cat flow/config.mk
export PLATFORM = sky130hd
export DESIGN_NAME = Synchronous_FIFO
export DESIGN_NICKNAME = Synchronous_FIFO
export VERILOG_FILES = /design/flow/design.v
export SDC_FILE = /design/flow/constraint.sdc
export NUM_CORES = 4
export LEC_CHECK = 1
export CORE_UTILIZATION = 40
$ cat flow/constraint.sdc
current_design Synchronous_FIFO

set clk_period 2.6
set clk_io_pct 0.2

create_clock -name clk0 -period $clk_period [get_ports {clk}]

set non_clock_inputs [all_inputs -no_clocks]
set_input_delay [expr $clk_period * $clk_io_pct] -clock clk0 $non_clock_inputs
set_output_delay [expr $clk_period * $clk_io_pct] -clock clk0 [all_outputs]
==> results.py <==
# Auto-generated metrics
metrics = {
    "synthesis": {
        "ys_cells": 188,
        "synthArstFlopShare": 0,
        "yosysUniqueCellTypes": 32,
        "synth_flops": 79,
        "synthTopCellsByCount": "edfxtp_1, nor2_1, dfxtp_1, mux2i_1, nand2_1",
        "ys.warnings.count": 1,
        "yosys.stat.seqShare": 0.7173,
        "synthFlopType": "edfxtp_1",
        "ys_top_cells_by_area": "edfxtp_1, dfxtp_1, mux2i_1, mux2_2, mux4_1",
        "synthCells": 188,
        "syn_area_um2": 3098,
        "top_area_cell": "edfxtp_1",
        "edf_count": 64,
        "most_common_cell": "edfxtp_1",
        "synth_top_area_share": 0.6204,
        "yosysChipArea_um2": 3098,
        "syn-mean-instance-area_um2": 16.48,
    },
    "sta": {
        "fmax_mhz": 550.3,
        "finalHoldViolations": 0,
        "final-setup-viol-count": 0,
        "slew_violations": 0,
        "fin_skew_ns": 0.005431,
        "rsz0062_at_grt": "false",
        "period_needed_ns": 1.817,
        "max_slew_margin": 0.6431,
        "tns_ns": 0,
        "post-route-period-util": 0.6990,
        "worst_pin_slew_ns": 0.5334,
    },
    "floorplanning": {
        "io_pins": 22,
        "die_width_um": 90.01,
        "die_h_um": 90.01,
        "initCoreUtil": 0.4204,
        "num_rows": 31,
        "core_area_um2": 7370,
        "chipArea_um2": 8101,
    },
    "global_route": {
        "grt_max_degree": 29,
        "grt_pass1_wl_mm": 8.763,
        "grt_pass1_vias": 1669,
        "overflow": 0,
        "antenna_found_initial": 0,
        "grt_use_total": 0.1547,
    },
    "routing": {
        "wl_per_cell_um": 16.76,
        "num_vias": 1603,
        "first_iter_violations": 106,
        "vias_per_cell": 4.902,
        "drt_first_pass_iters": 4,
        "drc": 0,
        "ant_nets": 0,
        "insertedDiodeCount": 0,
        "drt-total-wl_mm": 5.479,
    },
    "worst_hold_path": {
        "hp-class": "flop to flop",
    },
    "job": {
        "tool_warnings": 25,
        "drv_cap": 0,
    },
    "finish": {
        "drive_gt1_frac": 0.1974,
        "final_util": 0.4959,
        "fillCellCount": 631,
        "syn2layout_area_growth_pct": 17.97,
    },
    "worst_setup_path": {
        "crit_fanout": 7,
        "startpoint_type": "input port",
        "required_ns": 2.65,
        "critPathArrivalTime_ns": 1.87,
        "setup.worst_path.class": "input port to flop",
        "endpoint_kind": "flop",
    },
    "power": {
        "power.leakage_uw": 0.001189,
        "peakVddDrop_v": 0.0004314,
        "power_density_nw_per_um2": 664.5,
    },
    "placed_design": {
        "hpwl_mm": 3.539,
        "place.gp.congestion": 0.7739,
        "io_buffers": 20,
    },
    "clock_network": {
        "cts.htree.levels": 3,
        "cts_inserted_buffers": 9,
        "cts_root_buffer": "clkbuf_8",
        "worstSkewPairLatency_ns": 0.33,
        "postCtsSetupBuffers": 0,
        "cts_tree": "yes",
        "cts.path.max_buffers": 2,
        "clkSinkCount": 79,
        "clkTransAtPathRegs_ns": 0.07,
        "cts_resized": 0,
        "hold_buffers": 0,
    },
    "status": {
        "status": "complete, no violations",
    },
}
[worst max-delay path, cell delays in order]
cell	delay (ns)
clkdlybuf4s50_1	0.63
nand2_1	0.17
nor4_2	0.31
buf_4	0.23
[per-layer routing]
layer / GRT usage / wire length, µm / vias to the layer above
met4: 0.01210 / 26 / 0
met5: 0 / 0 / -
li1: - / - / 783
met3: 0.08763 / 583 / 2
met1: 0.2310 / 2351 / 752
met2: 0.2239 / 2517 / 66
[cells by family (layout without fill, tap and decap cells)]
family	Yosys count	count (layout)	share of synthesized area
and+or+nand+nor	45	45	0.06584
adders and majority gates	2	2	0.008076
other	1	1	0.001210
DFF	79	79	0.7173
AOI/OAI and AO/OA	19	19	0.04806
muxes	28	28	0.1224
xor gates and xnor gates	4	4	0.01131
buffers and inverters	10	50	0.02585
[path summary, 6_finish.rpt]
path	from	end	slack (ns)	cells past startpoint
min	data_out[1]	data_out[1]	0.48	1
min reg2reg	data_out[1]	data_out[1]	0.48	1
max	we_enb	mem[4][2]	0.78	4
max reg2reg	re_pntr[0]	data_out[6]	0.81	4
[final cells by class]
type | count | area (µm²) | area share
Clock buffer | 12 | 155.1 | 0.04245
Multi-Input combinational cell | 99 | 808.3 | 0.2212
Clock inverter | 4 | 43.79 | 0.01198
Inverter | 1 | 3.754 | 0.001027
Sequential cell | 79 | 2222 | 0.6080
Timing Repair Buffer | 33 | 297.8 | 0.08148
Tap cell | 99 | 123.9 | 0.03389
[state kept, by name, indices dropped and copies added (netlist names)]
signal / cells
we_pntr: 3
data_out: 8
mem: 64
re_pntr: 3
count: 1
[cell usage in the layout, fill, tap and decap left out, drive strengths merged, types with 6 or more instances in the layout]
cell type,instances
nand2b,6
mux4,6
nor2,21
mux2i,12
edfxtp,64
dfxtp,15
nand2,11
clkbuf,12
clkdlybuf4s50,20
buf,13
mux2,10
[power breakdown]
group | switching (µW) | leakage [µW] | internal [µW]
registers | 13.2 | 0.000700 | 1390
logic | 67.7 | 0.000385 | 71.0
clock network | 397 | 0.000104 | 490
[metrics by stage]
stage / setup slack, ns / instances / total power, µW / instance area, µm² / hold slack [ns]
floorplan: 0.4787 / 188 / 1511 / 3098 / 0.4014
global placement: 0.4553 / 311 / 1571 / 3456 / 0.4557
detailed placement: 0.4445 / 311 / 1572 / 3456 / 0.4666
CTS: 0.7784 / 327 / 2462 / 3655 / 0.4842
global route: 0.6694 / 327 / 2523 / 3655 / 0.5191
finish: 0.7827 / 327 / 2429 / 3655 / 0.4753
Power is estimated from default activity; no workload was simulated.
