==> flow/design.v <==
module four_bit_add_sub(input [3:0]a,input [3:0]b,input mode,output reg[3:0]x,output reg cout);
reg [4:0]temp;
always@(*)begin
if(mode==0)
temp= a + b ;
else begin 
temp=a + (~b+1);
end 
x=temp[3:0];
cout=temp[4];
end 
endmodule
==> flow/run.sh <==
#!/bin/bash
# OpenROAD 26Q1-2900-gdf79404cd8, Yosys 0.63+post, stock flow scripts
make -C /OpenROAD-flow-scripts/flow DESIGN_CONFIG=/design/flow/config.mk WORK_HOME=/design/flow/orfs finish
==> flow/config.mk <==
export PLATFORM = sky130hd
export DESIGN_NAME = four_bit_add_sub
export DESIGN_NICKNAME = four_bit_add_sub
export VERILOG_FILES = /design/flow/design.v
export SDC_FILE = /design/flow/constraint.sdc
export NUM_CORES = 4
export LEC_CHECK = 1
export CORE_AREA = 10 10 70 70
export DIE_AREA = 0 0 80 80
==> flow/constraint.sdc <==
current_design four_bit_add_sub

set clk_period 3.0
set clk_io_pct 0.2

create_clock -name clk0 -period $clk_period

set non_clock_inputs [all_inputs -no_clocks]
set_input_delay [expr $clk_period * $clk_io_pct] -clock clk0 $non_clock_inputs
set_output_delay [expr $clk_period * $clk_io_pct] -clock clk0 [all_outputs]
==> run summary <==
Flow results.

- The DRC violation total after the first TritonRoute iteration is 6.
- The minimum hold slack is 1.793 ns.
- The pin count of the biggest net entering global routing is 10.
- The global-route usage over all layers is 0.02405.
- The yosys synthesis chip area is 302.8 sq um.
- The warning tally printed by Yosys for this design is 1.
- For this run, the register share of the synthesized area comes to 0.
- Of the cells placed in the final design, the portion with a size suffix greater than 1 is 0.3962.
- The placed wire-length estimate after detailed placement is 682.9 microns.
- The cell type that accounts for the most area after synthesis is sky130_fd_sc_hd__ha_1.
- Setup repair after global routing left no endpoint under its margin.
- The layout report lists the combined flip-flop and latch area as 0 sq um.
- The peak per-stage delay on the critical path is 0.48 ns.
- The worst-case IR drop observed on VDD is 0.02222 mV.
- Port buffering added 14 buffers.
- The mapped cell area is 302.8 sq um.
- On the critical path, the stage with the largest delay is an instance of sky130_fd_sc_hd__clkdlybuf4s50_1.
- In this run the vertical extent of the chip is 80 microns.
- The arrival time of the worst setup path is 2.28 ns.
- The element type at the critical path start is an input port.
- The number of placed instances, taps included, is 98.
- The first detailed-routing pass ran for 3 iterations.
- For this run, design rule violations remaining after detail routing come to 0.
- The worst setup path is captured at an output pin.
- The number of max-slew violations in the final report is 0.
- The post-synthesis average cell area is 8.411 sq um.
- The script computed a power per unit cell area of 153.0 nW/um^2.
- The type of the tightest min-delay check is input port to output pin.
- The via count of the first global-routing pass is 319.
- The average wire per standard cell is 8.384 microns.
- The floorplan step defined a core boundary enclosing 3416 sq um.
- Per STA, the worst path is made up of clkdlybuf4s50_1 -> ha_1 -> inv_2 -> fa_2 -> buf_4 -> mux2i_4 -> xnor2_2 -> clkdlybuf4s15_1.
- The tool warning count for the run is 37.
- The data required time of the critical path is 2.40 ns.
- The flow ran to the end, and the final reports show no timing, DRC or antenna violations.
- The detailed router reported a total wirelength of 830 microns.
- The area of all placed cells without fillers is 591.8 sq um.
- The routed design ends up with an antenna cell count of 0.
- In the floorplan report the effective utilization is 0.08864.
- The number of placement rows is 21.
- For reference, the most critical setup path is categorized as input port to output pin.
- The post-synthesis cell count is 36.
- Sequential cells placed in the final layout were counted as 0.
- In this run, distinct cell masters in the synthesized netlist total 16.
- The transition at the pin with the smallest max-transition slack is 0.4543 ns.
- From synthesis to final layout, the design area changed by 95.45%.
- By count the netlist is led by sky130_fd_sc_hd__ha_1 (8), sky130_fd_sc_hd__inv_1 (8).
- The total number of vias is 300.
- The initial antenna violation count was 0.
- Looking at the critical path, the highest net fanout was 2.
- The global route total overflow is 0.
- After detailed placement, the total cell area comes to 511.7 sq um.
- For this run, the detailed router reports a per-instance via density of 3.030.
- The max-slew check reports its worst relative slack as 0.6966.
- The placer's final routability congestion estimate is 0.7251.
- In this run the remaining antenna-violating nets after routing total 0.
- The completed layout was analyzed and its total power is 0.00009056 W.
- Per the finish-stage timing summary, setup violations number 0.
- The width of the die is 80 microns.
- The clock period minus final worst setup slack is 2.883 ns.
- The number of standard cells reported by yosys is 36.
- Leaving out filler cells and counting taps, the final layout contains 99.
- The chip occupies 6400 sq um.
- The number of clock-tree buffers in the layout is 0.
- The I/O pin count is 14.
- Max-cap violations in this run came to 0.
- By area the synthesized netlist is led by sky130_fd_sc_hd__ha_1 (33%), sky130_fd_sc_hd__fa_1 (13%), sky130_fd_sc_hd__inv_1 (9.9%).
- The first global-routing pass estimated 1331 microns of wire.
- The area fraction of the dominant cell type after synthesis is 0.3306.
- Summed over all cells, the static leakage comes to 0.2748 nW.
- The number of hold violations in the final report is 0.
- The maximum frequency from static timing analysis is 0.3469 GHz.
- Of the available clock period, the critical path in the final layout requires 0.9609.
[area by class of cell]
cell class,instances,area [sq um]
Fill cell,390,2824
Multi-Input combinational cell,27,331.6
Timing Repair Buffer,18,172.7
Tap cell,46,57.56
Inverter,8,30.03
[path summary, 6_finish.rpt]
check,start,end,depth (start not counted)
worst max-delay path,b[0],x[2],8
worst min-delay path,mode,cout,3
[cells by family after synthesis]
family                     count (synthesis)  synth area share
adders and majority gates                 10            0.4628
buffers and inverters                      9            0.1364
AOI/OAI and AO/OA                          8            0.1942
and+or+nand+nor                            5           0.08266
xor gates and xnor gates                   2           0.05786
muxes                                      2           0.06612
[worst max-delay path, delay by kind of cell]
| kind | cells | cell delay (ns) |
|---|---|---|
| adders and majority gates | 2 | 0.52 |
| buffers and inverters | 4 | 0.88 |
| muxes | 1 | 0.15 |
| xor gates and xnor gates | 1 | 0.13 |
[cell usage in the layout (no fill, tap or decap), types with 2 or more instances in the layout]
master and n:
sky130_fd_sc_hd__a21oi_2 2, sky130_fd_sc_hd__clkdlybuf4s50_1 6, sky130_fd_sc_hd__nand2_1 2, sky130_fd_sc_hd__ha_1 5, sky130_fd_sc_hd__buf_4 4, sky130_fd_sc_hd__inv_2 2, sky130_fd_sc_hd__ha_4 2, sky130_fd_sc_hd__o21ai_0 2
sky130_fd_sc_hd__fa_2 2, sky130_fd_sc_hd__inv_1 6, sky130_fd_sc_hd__dlymetal6s2s_1 4, sky130_fd_sc_hd__nor2_1 2, sky130_fd_sc_hd__dlygate4sd2_1 2
[repair_timing]
action	4_1_cts	5_1_grt
endpoints found under the setup margin	3	2
pin swaps	4	6
resized	10	15
setup buffers	0	1
hold buffers	0	0
[layer usage]
layer,track usage,part of all wire
met1,0.02318,0.35
met3,0.002273,0.052
met2,0.05377,0.60
met4,0,0
met5,0,0
[power breakdown]
group           total, W  internal (W)  switching (W)
clock                  0             0              0
sequential             0             0              0
combinational  0.0000906     0.0000540      0.0000366
[through the flow]
stage / setup TNS, ns / utilization / setup WS, ns
3_3_place_gp: -0.5471 / 0.1498 / -0.3300
6_report: 0 / 0.1733 / 0.1173
5_1_grt: 0 / 0.1733 / 0.006081
4_1_cts: -0.02917 / 0.1586 / -0.02917
3_5_place_dp: -0.5934 / 0.1498 / -0.3556
2_1_floorplan: 0 / - / 0.8381
No activity file was given, so power comes from the tool's default toggle rates.
