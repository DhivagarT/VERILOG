===== ./design.v =====
module check_1#(parameter DEPTH=8)(input wr_clk,wr_reset_n,wr_enb,
                                   input [7:0]wr_data_in,
               input rd_clk,rd_reset_n,rd_enb,
               output reg [7:0]rd_data_out,
               output full,
               output empty);
  reg [7:0]mem[0:DEPTH-1];
  parameter lnt=$clog2(DEPTH);
  reg[lnt:0]wr_pntr;
  reg [lnt:0]rd_pntr;
  reg [lnt:0]wr_pntr_1;   
  reg [lnt:0]wr_pntr_2;
  reg [lnt:0]rd_pntr_1;
  reg [lnt:0]rd_pntr_2;
  wire [lnt:0]g_wr_pntr;
  wire [lnt:0]g_rd_pntr;
  always@(posedge wr_clk or negedge wr_reset_n)begin
    if(!wr_reset_n)
      wr_pntr <= 0;
    else if(wr_enb&&!full)begin
      mem[wr_pntr[lnt-1:0]] <= wr_data_in;
      wr_pntr <= wr_pntr+1'b1;
    end
  end
  always@(posedge rd_clk or negedge rd_reset_n)begin
    if(!rd_reset_n)
      rd_pntr <= 0;
    else if(rd_enb&&!empty)begin
      rd_data_out <= mem[rd_pntr[lnt-1:0]];
      rd_pntr <= rd_pntr+1'b1;
    end
  end
  assign g_wr_pntr = (wr_pntr>>1)^wr_pntr;
  assign g_rd_pntr = (rd_pntr>>1)^rd_pntr;
  always@(posedge wr_clk or negedge wr_reset_n)begin
    if(!wr_reset_n)
    {rd_pntr_1,rd_pntr_2} <= 0;
    else 
    {rd_pntr_1,rd_pntr_2} <= {rd_pntr_2,g_rd_pntr};
  end
  always@(posedge rd_clk or negedge rd_reset_n)begin
    if(!rd_reset_n)
    {wr_pntr_1,wr_pntr_2} <= 0;
    else
    {wr_pntr_1,wr_pntr_2} <= {wr_pntr_2,g_wr_pntr};
  end
  assign empty = (g_wr_pntr==rd_pntr_2);
 assign full = (g_wr_pntr == {~wr_pntr_2[lnt:lnt-1], wr_pntr_2[lnt-2:0]});
endmodule

===== ./run.sh =====
#!/bin/bash
# OpenROAD 26Q1-2900-gdf79404cd8, Yosys 0.63+post, stock flow scripts
make -C /OpenROAD-flow-scripts/flow DESIGN_CONFIG=/design/flow/config.mk WORK_HOME=/design/flow/orfs finish

===== ./config.mk =====
export PLATFORM = sky130hd
export DESIGN_NAME = check_1
export DESIGN_NICKNAME = check_1
export VERILOG_FILES = /design/flow/design.v
export SDC_FILE = /design/flow/constraint.sdc
export NUM_CORES = 4
export LEC_CHECK = 1
export CORE_UTILIZATION = 50

===== ./constraint.sdc =====
current_design check_1

set clk_period 3.5
set clk_io_pct 0.2

create_clock -name clk0 -period $clk_period [get_ports {rd_clk}]
create_clock -name clk1 -period $clk_period [get_ports {wr_clk}]

set non_clock_inputs [all_inputs -no_clocks]
set_input_delay [expr $clk_period * $clk_io_pct] -clock clk0 $non_clock_inputs
set_output_delay [expr $clk_period * $clk_io_pct] -clock clk0 [all_outputs]

==> results.txt <==
flow finished, numbers: R2R Setup Slk=0.97 ns, Synth top cells by count=edfxtp_1, dfrtp_1, ha_1, nor2_1, #FFs+latches synth=88, setup violators final=0, Die W=86.67 µm, maximum VDD drop=571.1 µV, CTS tree=built, Buf+Inv Stages, Crit Path=1, design area=roughly 4100 µm², Slew Viols, Final=0, Core Footprint=6869 µm², 1st-iter DRT viols=between 150 and 200, Die H=86.67 µm, Reg power frac=between 40% and 50%, clock sink total=88, Post-route DRC=0, YS chip area=between 3000 and 4000 µm², dpl hpwl=4652 µm, Yosys top cell area share=between 60% and 70%, FP Core Util=52.19%, Final WS setup=0.5892 ns, Post-Syn Area=3585 µm², Final Wtd Congestion=between 0.8 and 0.9, slowest stage cell on the critical path=dfrtp_1, worst-path maximum fanout=11, IO Port Bufs=22, RSZ-0062 raised after global routing=no, final core occ=between 60% and 70%, Pre-antenna DRT Iters=5, status=finished clean, WP data arrival=approximately 2.2 ns, vias in the first global route=1,950, Synth Flop Type=edfxtp_1, total tool warning count=36, Top area cell types=edfxtp_1, dfrtp_1, ha_1, a222oi_1, a221oi_1, startpoint types=flop, crit-path cells=ha_1, xnor2_1, nand2_1, nor2_1, clkdlybuf4s50_1, first-pass GRT wire length=~11,000 µm, Yosys warning total=2, Layout area overhead=15.53%, layout cells sized above 1=13.23%, Leak Pwr=0.001476 µW, EDFF count, synth=just over 70, Total Wirelength=6541 µm, Wirelength per Cell=18.53 µm, Comb power frac=35.7%, actual slew at the worst max-slew pin=0.7034 ns, number of placed I/O pins=24, Critical Path RT=between 2 and 3 ns, Clock Skews=0.007384 ns, post_cts resized=0, largest net degree at the start of global routing=23, Tot GR Track Use=21.00%, Post-synth seq share=71.48%, placed inst area=3900 µm², switching share of power=32.97%, max incr delay on CP=around 0.6 ns, Setup crit end kind=output port, clk slew on worst S/H paths=roughly 0.07 ns, Power Density=around 850 nW/µm², row cnt=30, Int Power=around 2400 µW, max cap viols=0, Setup CP Type=flop to output port, routed vias/inst=5.547, total grt overflow=0, via count=a little under 2,000, yosys cell count=220, Unique masters post-synth=36, post-synthesis async set-or-reset flop share=18.18%, post-synthesis cell count=220, slew margin rel.=52.93%, Synth top cell by count=edfxtp_1, setup_tns=0 ns, post-CTS setup buffers=0, Die ar.=~7500 µm², clock power share=21.6%, ANT cells=0, Avg Inst Size Synth=16.29 µm², antenna violations before repair=0, Top delay family on crit path=flip-flops, net switching power=about 1200 µW, Setup WS pre-CTS=0.8146 ns, post-route ant nets=0, Synth area leader=edfxtp_1, HP Class=flop to flop, hold_buf cts=0, final hold vios=0
[power by group through the flow]
stage     sequential [µW]  combinational [µW]  clock (µW)
4_1_cts              1510                1280         783
5_1_grt              1530                1420         836
6_report             1510                1260         766
[logic make-up after synthesis]
family                   synth area share [%]
flip-flops                              71.48
AND/OR/NAND/NOR                         4.468
multiplexers                            3.525
AND-OR/OR-AND                           9.006
buffers and inverters                   2.792
XOR/XNOR                                3.142
adder cells (fa/ha/maj)                 5.585
[final cells by class]
cell class	instances	area, µm²
timing repair buffer	27	257.7
inverter	10	37.54
sequential	88	2562
tap	96	120.1
fill	489	2728
multi-input combinational	112	922.1
clock inverter	6	58.81
clock buffer	14	182.7
[sequential cells by signal, indices dropped and copies added, names as in the netlist]
name,count
mem,64
rd_data_out,8
rd_pntr,4
rd_pntr_2,4
wr_pntr,4
wr_pntr_2,4
[metal layers]
layer  vias up  routed length, µm  GRT usage (%)
met4         0                128          4.091
met1       963               2949          37.20
li1        906                  -              -
met5         -                  0              0
met3        12                634          10.05
met2        77               2829          26.70
[path summary, 6_finish.rpt]
| check | start | endpoint | cells past startpoint |
|---|---|---|---|
| min in group asynchronous | wr_reset_n | rd_pntr_2[3] | 1 |
| max in group clk1 | wr_pntr[2] | mem[6][0] | 5 |
| hold reg to reg | rd_pntr[3] | rd_pntr_2[3] | 0 |
| hold / removal | rd_pntr[3] | rd_pntr_2[3] | 0 |
| setup reg to reg | rd_pntr[1] | rd_data_out[4] | 5 |
| max in group asynchronous | rd_reset_n | rd_pntr[2] | 1 |
| setup / recovery | wr_pntr[2] | full | 5 |
| min in group clk0 | rd_pntr[3] | rd_pntr[3] | 1 |
[placed cells by master, fill, tap and decap left out, types with 2 or more instances in the layout]
master,instances
mux2i_1,3
clkbuf_8,13
clkinv_1,2
nand2_1,10
buf_4,5
o2111ai_1,2
a21oi_1,9
xnor2_1,9
inv_1,10
mux2_4,4
mux2_2,2
xor2_1,2
a221oi_1,9
a222oi_1,8
a41oi_1,3
nor3_1,2
clkdlybuf4s50_1,22
ha_1,16
nor2b_1,2
a22o_1,3
dfrtp_1,16
edfxtp_1,72
nor2_1,15
nor3b_1,2
[metrics by stage]
stage | hold slack (ns) | instances | power (µW)
floorplan | 0.4044 | 220 | 2424
global placement | 0.4733 | 333 | 2783
detailed placement | 0.4753 | 333 | 2792
CTS | 0.4022 | 353 | 3570
global route | 0.4588 | 353 | 3793
finish | 0.4096 | 353 | 3539
No activity file was given, so power comes from the tool's default toggle rates.
